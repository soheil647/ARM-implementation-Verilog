===== flow/run.sh =====
#!/bin/bash
# OpenROAD 26Q1-2900-gdf79404cd8, Yosys 0.63+post, stock flow scripts
make -C /OpenROAD-flow-scripts/flow DESIGN_CONFIG=/design/flow/config.mk WORK_HOME=/design/flow/orfs finish

===== flow/config.mk =====
export PLATFORM = sky130hd
export DESIGN_NAME = ALU
export DESIGN_NICKNAME = ALU
export VERILOG_FILES = /design/flow/design.v
export SDC_FILE = /design/flow/constraint.sdc
export NUM_CORES = 4
export LEC_CHECK = 1
export CORE_UTILIZATION = 30

===== flow/constraint.sdc =====
current_design ALU

set clk_period 14.6
set clk_io_pct 0.2

create_clock -name clk0 -period $clk_period

set non_clock_inputs [all_inputs -no_clocks]
set_input_delay [expr $clk_period * $clk_io_pct] -clock clk0 $non_clock_inputs
set_output_delay [expr $clk_period * $clk_io_pct] -clock clk0 [all_outputs]

===== flow/design.v =====
module ALU(
		input [32 - 1:0] alu_in1, alu_in2,
        input [4 - 1:0] alu_command,
        input cin,
        output wire [32 - 1:0] alu_out,
        output wire [3:0] statusRegister
		);
    wire z, n;
    reg v, cout;
    assign statusRegister = {z, cout, n, v};
    assign z = (alu_out == 8'b0 ? 1 : 0);
    assign n = alu_out[32 - 1];
    reg [32 - 1:0] alu_out_temp;
    assign alu_out = alu_out_temp;
	always @(*) begin
    cout = 1'b0;
    v = 1'b0;
		case(alu_command)
            4'b0001:
                alu_out_temp = alu_in2;
            4'b1001:
                alu_out_temp = ~alu_in2;
			4'b0010:
                begin
                    {cout, alu_out_temp} = alu_in1 + alu_in2;
                    v = ((alu_in1[32 - 1] == alu_in2[32 - 1])
                            & (alu_out_temp[32 - 1] != alu_in1[32 - 1]));
                end
			4'b0011:
                begin
                    {cout, alu_out_temp} = alu_in1 + alu_in2 + cin;
                    v = ((alu_in1[32 - 1] == alu_in2[32 - 1])
                            & (alu_out_temp[32 - 1] != alu_in1[32 - 1]));
                end
			4'b0100:
                begin
                    {cout, alu_out_temp} = {alu_in1[31], alu_in1} - {alu_in2[31], alu_in2};
                    v = ((alu_in1[32 - 1] == ~alu_in2[32 - 1])
                            & (alu_out_temp[32 - 1] != alu_in1[32 - 1]));
                end
			4'b0101:
                begin
                    {cout, alu_out_temp} = {alu_in1[31], alu_in1} - {alu_in2[31], alu_in2} - 33'd1;
                    v = ((alu_in1[32 - 1] == ~alu_in2[32 - 1])
                            & (alu_out_temp[32 - 1] != alu_in1[32 - 1]));
                end
			4'b0110:
                alu_out_temp	 = 	alu_in1 & alu_in2;
			4'b0111:
                alu_out_temp	 = 	alu_in1 | alu_in2;
			4'b1000:
                alu_out_temp	 = 	alu_in1 ^ alu_in2;
			4'b1100:
						 begin
								{cout, alu_out_temp} = {alu_in1[31], alu_in1} - {alu_in2[31], alu_in2};
				                  v = ((alu_in1[32 - 1] == ~alu_in2[32 - 1])
				                          & (alu_out_temp[32 - 1] != alu_in1[32 - 1]));
							end
			4'b1110:
                alu_out_temp	 = 	alu_in1 & alu_in2;
			4'b1010:
                alu_out_temp	 = 	alu_in1 + alu_in2;
			4'b1010:
                alu_out_temp	 = 	alu_in1 + alu_in2;
		endcase
	end
endmodule

==> qor.csv <==
stage,metric,value,unit
route,drt_iter0_drc,1088,
pwr,swShare,0.613,
route,wl,36500,um
status,outcome,"finished, final reports clean",
setup_path,path_cells,clkdlybuf4s50_1 > inv_1 > ha_1 > a21oi_1 > o21ai_0 > o211ai_1 > a2111oi_0 > buf_4 > nor2_1 > xnor2_1 > nor4bb_1 > nand4_1 > xnor2_1 > o221ai_1 > clkdlybuf4s50_1,
final_timing,tightest_slew,0.952,ns
route,wl_per_cell,21.3,um
route,avgViaCountPerCell,6.06,
worst_hold_path,min_path_type,input pin to output port,
layout,largest_reg_flops,32,
pwr,p_seq_frac,0.029,
final_timing,fmax,0.0911,GHz
setup_path,critPathKind,input pin to output port,
final_timing,slew_viol_final,0,
setup_path,critPathArrivalTime,8.05,ns
setup_path,critPathSlowestCell,ha_1,
layout,comb_area,7740,sq um
global_route,grt_max_degree,41,
layout,area_delta_synth_final,14.3,%
final_timing,untimed_endpoints,66,
logic_synthesis,syn_area,8950,sq um
job,warning_count,96,
final_timing,finalClockPeriodUsage,0.752,
placed_design,placedCellCount,1712,
floorplan,core_util_floorplan,0.308,
route,post-route-drc-count,0,
logic_synthesis,flop_cell,dlxtn_1,
setup_path,crit_buf_inv,4,
layout,ff_latch_area,480,sq um
logic_synthesis,ys_types,103,
pwr,combPwrFrac,0.971,
logic_synthesis,edf_count,0,
floorplan,dieHeight,175,um
final_timing,setup_viol,0,
logic_synthesis,synth_warnings,1,
setup_path,critPathCaptureType,output port,
final_timing,tns,0,ns
global_route,antenna_found_initial,0,
floorplan,ioPinCount,105,
pwr,clockPowerShare,0,
global_route,grt_pass1_vias,9272,
final_timing,unclocked_pins,32,
pwr,leakagePower,0.00394,uW
final_timing,finalHoldViolations,0,
setup_path,critical_path.startpoint_type,input pin,
setup_path,path_delay_family,AND-OR/OR-AND gates,
layout,fillers,3067,
route,antenna_left,0,
pwr,switchingPower,287,uW
pwr,total_power,468,uW
layout,fin_area,10200,sq um
floorplan,rows,62,
logic_synthesis,synth-async-reset-ratio,0,
cts,holdBufCountCts,0,
cts,post_cts_buffers,0,
route,vias,10381,
final_timing,finalCriticalPeriod,10.97,ns
pwr,intPower,181,uW
global_route,grt_pass1_wl,56000,um
pwr,peakVddDrop,10.9,uV
floorplan,die_w,175,um
cts,post_cts_resize_count,0,
logic_synthesis,synthCells,1293,
final_timing,timing.hold.ws,7.19,ns
placed_design,dp_hpwl,29200,um
layout,drive_gt1_frac,0.0580,
pwr,p_per_area,45.8,nW/um^2
setup_path,worstPathRequired,11.68,ns
logic_synthesis,ys_cells,1293,
final_timing,maxSlewHeadroom,0.360,
floorplan,die_area,30500,sq um
final_timing,rsz0062_at_grt,no,
global_route,grt_use_total,0.237,
floorplan,core,29000,sq um
logic_synthesis,ys.flops,32,
logic_synthesis,yosys_area,8950,sq um
layout,fin_cells,1712,
placed_design,portBuffers,105,
route,n_antenna_cell,0,
setup_path,crit_fanout,22,
setup_path,cpPeakStageDelay,0.75,ns
route,dr.pass1.iters,7,
placed_design,gp_congestion,1.00,
global_route,grt-ovfl-total,0,
placed_design,placed_cell_area,10200,sq um
logic_synthesis,syn_area_per_cell,6.92,sq um
job,max_cap_violations,0,
[metal layers]
layer / share of wire / global-route usage / up-vias
met2: 0.42 / 0.354 / 491
met1: 0.46 / 0.364 / 4910
met5: 0 / 0 / -
li1: - / - / 4936
met3: 0.092 / 0.0313 / 44
met4: 0.021 / 0.0435 / 0
[power groups by stage]
| stage | sequential, uW | combinational, uW | clock, uW |
|---|---|---|---|
| final | 13.7 | 455 | 0 |
| after global routing | 14.2 | 491 | 0 |
| after CTS | 13.7 | 445 | 0 |
[area by class of cell]
cell class                      instances  area share
Timing Repair Buffer                  122       0.115
Tap cell                              384      0.0470
Sequential cell                        32      0.0470
Inverter                               94      0.0345
Multi-Input combinational cell       1080       0.756
[per-stage QoR]
stage               worst slack [ns]  utilization
floorplan                       5.27            -
global placement                3.77        0.353
detailed placement              3.71        0.353
CTS                             3.71        0.353
global route                    3.33        0.353
finish                          3.63        0.353
[worst paths after layout]
check                 cells after the start  slack [ns]                 to           start
worst max-delay path                     15        3.63  statusRegister[2]      alu_in2[7]
worst min-delay path                      3        7.19  statusRegister[0]  alu_command[1]
[cell usage after synthesis (7+ instances only)]
master    instances  share of area
a21o_1           10         0.0084
xnor2_1          67          0.066
a21oi_1         111          0.062
o211ai_1         25          0.021
a221o_1           7         0.0078
nor2_1          104          0.044
a211oi_1         19          0.016
and2_1            8         0.0056
a22oi_1           9         0.0076
o22ai_1          19          0.013
nor4_1           25          0.017
or4_1             9         0.0076
dlxtn_1          32          0.054
a221oi_1         29          0.028
o31ai_1          17          0.014
nand2b_1         10         0.0070
or3_1             9         0.0063
nand2_1          74          0.031
buf_4             7         0.0059
o21bai_1          9         0.0076
o21ai_0          71          0.040
nor3_1           38          0.021
o221ai_1         19          0.019
a31oi_1          10         0.0070
o21a_1            7         0.0059
ha_1             99           0.14
buf_2            17         0.0095
nand4_1          23          0.016
inv_1            92          0.039
nor2b_1          20          0.014
nand3_1          37          0.021
clkbuf_1         57          0.024
and3_1           15          0.010
xor2_1           24          0.023
[placed cells by master (no fill, tap or decap), types with 6 or more instances in the layout]
master             n
a21oi_1          111
clkdlybuf4s50_1  105
nor2_1           104
ha_1              99
inv_1             92
nand2_1           74
o21ai_0           70
xnor2_1           67
nand3_1           37
nor3_1            37
dlxtn_1           32
a221oi_1          29
o211ai_1          25
nor4_1            25
xor2_1            24
nand4_1           23
nor2b_1           20
a211oi_1          19
o221ai_1          19
o22ai_1           18
o31ai_1           17
buf_4             17
and3_1            15
a21o_1            10
nand2b_1          10
a31oi_1           10
or3_1              9
or4_1              9
a22oi_1            9
o21bai_1           9
and2_1             8
o21a_1             7
a221o_1            7
or2_2              6
nand4b_1           6
[cells by family after synthesis]
| family | Yosys count | synth area share |
|---|---|---|
| and+or+nand+nor | 431 | 0.268 |
| latches | 32 | 0.0537 |
| xor gates and xnor gates | 93 | 0.0927 |
| muxes | 5 | 0.00573 |
| buffers and inverters | 181 | 0.0838 |
| adders and majority gates | 101 | 0.143 |
| AOI/OAI and AO/OA | 450 | 0.353 |
[tightest hold or removal path, cell delays in order]
cell	delay, ns
clkdlybuf4s50_1	0.64
a41o_1	0.30
clkdlybuf4s50_1	0.41
No activity file was given, so power comes from the tool's default toggle rates.
