==> design/flow/design.v <==
module Adder(in1, in2, out);
	parameter WORD_LENGTH = 32;
	input[WORD_LENGTH - 1:0] in1;
	input[WORD_LENGTH - 1:0] in2;
	output[WORD_LENGTH - 1:0] out;
	assign out = in1 + in2;	
endmodule
==> design/flow/run.sh <==
#!/bin/bash
# OpenROAD 26Q1-2900-gdf79404cd8, Yosys 0.63+post, stock flow scripts
make -C /OpenROAD-flow-scripts/flow DESIGN_CONFIG=/design/flow/config.mk WORK_HOME=/design/flow/orfs finish
==> design/flow/config.mk <==
export PLATFORM = sky130hd
export DESIGN_NAME = Adder
export DESIGN_NICKNAME = Adder
export VERILOG_FILES = /design/flow/design.v
export SDC_FILE = /design/flow/constraint.sdc
export NUM_CORES = 4
export LEC_CHECK = 1
export CORE_AREA = 10 10 85 85
export DIE_AREA = 0 0 95 95
==> design/flow/constraint.sdc <==
current_design Adder

set clk_period 24.1
set clk_io_pct 0.2

create_clock -name clk0 -period $clk_period

set non_clock_inputs [all_inputs -no_clocks]
set_input_delay [expr $clk_period * $clk_io_pct] -clock clk0 $non_clock_inputs
set_output_delay [expr $clk_period * $clk_io_pct] -clock clk0 [all_outputs]
==> flow_summary.toml <==
# yosys + openroad results
[clock_tree]
cts_resized = 0
postCtsSetupBuffers = 0
cts_hold_buf = 0

[place]
post-place-ws_ns = 11.52
dp_hpwl_mm = 5.12
gp_congestion = 0.925
port_buffers = 96

[setup_path]
worst_setup_path_end_kind = "primary output"
cp_slowest_cell = "clkdlybuf4s50_1"
cp_cell_sequence = "clkdlybuf4s50_1, ha_1, fa_1, a21o_1, a31o_2, nand3_1, o221ai_1, a311oi_1, o21bai_1, xor2_1, clkdlybuf4s50_1"
cpPeakStageDelay_ns = 0.49
start_kind = "input pin"
worstPathArrival_ns = 7.72
cp_top_family = "AND-OR/OR-AND gates"
worstSetupPathDepth = 11
startpoint = "in1[0]"
required_ns = 19.28
path_buffers = 2
crit_fanout = 4
cp_common_cell = "clkdlybuf4s50_1"
critical_path_class = "input pin to primary output"

[drt]
vias_per_cell = 5.22
drtIter0Drc = 54
drc = 0
vias = 2079
antennaDiodeCount = 0
drtAntennaViolNets = 0
routedWlPerCell_um = 14.7
firstDrtPassIters = 4
wirelength_mm = 5.84

[final_layout]
regArea_sq_um = 0
final_util = 0.503
lay_top_count = "clkdlybuf4s50_1"
seq_cells = 0
lay_top_cells = "clkdlybuf4s50_1 (96), ha_1 (31), a21oi_1 (29)"
final_layout_size_suffix_gt1_frac = 0.0307
filler_cell_count = 569
clkbuf_count = 0
area_growth_pct = 57.7

[min_path]
hold_class = "input pin to primary output"
hold_path_startpoint = "in2[0]"
holdPathStages = 3

[timing]
worst_pin_slew_ns = 0.523
drv_slew = 0
hold_slack_ns = 10.67
fmax_ghz = 0.0797
setup_viol = 0
slew_headroom = 0.642
period_used_share = 0.520
finalWorstSetupSlack_ns = 11.56
tns_ns = 0
hold_viol_final = 0
period_minus_slack_ns = 12.54
rsz0062_at_grt = "false"

[die]
die_w_um = 95
initCoreUtil = 0.319
rows = 27
core-area_sq_mm = 0.00547
die_area_sq_mm = 0.00903
ios = 96
die_h_um = 95

[logic_synthesis]
synth.distinct_cells = 50
top_logic_kind = "AND-OR/OR-AND gates"
ys_cells = 241
mux_area_frac = 0.0115
postSynthAreaPerCell_sq_um = 7.24
simple_gate_share = 0.183
synth_warnings = 0
synth-adder-area-share = 0.234
synth_cells = 241
syn_area_sq_mm = 0.00174
synthAoiAreaFrac = 0.393
synth-xor-area-share = 0.141
ys_seq_frac = 0
ys_area_sq_mm = 0.00174

[grt]
grt_overflow_total = 0
busiest_layer = "met2"
track_usage = 0.124
use_met2 = 0.211
grt_pass1_vias = 2036
grt_max_degree = 11
antenna_found_initial = 0
use_met3 = 0.0288
grt_first_pass_wirelength_mm = 9.49
met1_usage = 0.163

[power]
p_total_mw = 0.0800
switchingPower_mw = 0.0318
max-vdd-ir-drop_mv = 0.0118
pwr-share-comb = 1.000
seq_power_share = 0
p_leak_nw = 1.18
power_density_mw_per_mm2 = 29.1
power_frac_clock = 0
p_int_mw = 0.0483
netSwitchingFraction = 0.397

[job]
cap_viol_max_count = 0
warning_count = 32

[outcome]
outcome = "complete, no violations"
==> stage by stage <==
step | instances | area, sq um
2_1_floorplan | 241 | 1740
3_3_place_gp | 398 | 2750
3_5_place_dp | 398 | 2750
4_1_cts | 398 | 2750
5_1_grt | 398 | 2750
6_report | 398 | 2750
==> power by group through the flow <==
stage	logic (mW)	registers [mW]	clock network, mW
finish	0.0800	0	0
CTS	0.0814	0	0
global route	0.0892	0	0
==> worst min-delay path: stages <==
cell             delay (ns)
clkdlybuf4s50_1        0.46
ha_1                   0.11
clkdlybuf4s50_1        0.46
==> cells by family after synthesis <==
group	Yosys count
multiplexers	2
adder cells (fa/ha/maj)	32
XOR/XNOR	28
AND/OR/NAND/NOR	65
AND-OR/OR-AND	97
buffers and inverters	17
==> worst paths after layout <==
path / to / slack, ns
max: out[26] / 11.56
min: out[0] / 10.67
==> layer usage <==
layer | vias to the layer above | routed length (um) | part of all wire
met3 | 2 | 465 | 0.080
met5 | - | 0 | 0
met4 | 0 | 29 | 0.0050
li1 | 1103 | - | -
met1 | 913 | 2800 | 0.48
met2 | 61 | 2550 | 0.44
==> cell type report <==
class                      count  area, sq um  share of cell area
inverter                       6         22.5             0.00819
multi-input combinational    224         1680               0.610
tap                           72         90.1              0.0327
timing repair buffer          96          961               0.349
==> Yosys cell counts (all sizes together), types with 2 or more instances <==
library cell,n,area (sq um)
ha,31,388
a21oi,29,145
a21o,19,143
nand2,18,67.6
o21ai,15,78.8
xor2,15,131
xnor2,13,114
nor2,12,45.0
nand3,10,50.1
clkbuf,8,30.0
nand4,8,50.1
inv,6,22.5
o21bai,5,48.8
nor3,4,20.0
a211oi,3,22.5
a311oi,3,43.8
a31oi,3,18.8
buf,3,13.8
o211ai,3,22.5
or2,3,18.8
mux2i,2,20.0
nand2b,2,12.5
o21a,2,15.0
o221ai,2,17.5
o311ai,2,17.5
Power figures rest on the tool's default switching activity, not on a simulated workload.
